`./run.sh`:
```
#!/bin/bash
# OpenROAD 26Q1-2900-gdf79404cd8, Yosys 0.63+post, stock flow scripts
make -C /OpenROAD-flow-scripts/flow DESIGN_CONFIG=/design/flow/config.mk WORK_HOME=/design/flow/orfs finish
```
`./config.mk`:
```
export PLATFORM = sky130hd
export DESIGN_NAME = clk_div
export DESIGN_NICKNAME = clk_div
export VERILOG_FILES = /design/flow/design.v
export SDC_FILE = /design/flow/constraint.sdc
export NUM_CORES = 4
export LEC_CHECK = 1
export CORE_AREA = 10 10 78 78
export DIE_AREA = 0 0 88 88
```
`./constraint.sdc`:
```
current_design clk_div

set clk_period 5.7
set clk_io_pct 0.2

create_clock -name clk0 -period $clk_period [get_ports {clk_in}]

set non_clock_inputs [all_inputs -no_clocks]
set_input_delay [expr $clk_period * $clk_io_pct] -clock clk0 $non_clock_inputs
set_output_delay [expr $clk_period * $clk_io_pct] -clock clk0 [all_outputs]
```
`./design.v`:
```
`timescale 1ns / 1ps
module clk_div(
    input  wire clk_in,
    output reg clk_out,
    input  wire [15:0] div
    );
    reg [15:0] count;
    initial
    begin
        clk_out = 0;
        count = 0;
    end
	always@(posedge clk_in)
	begin
       if(count == div) begin
           count <= 0;
           clk_out <= ~clk_out;
       end
       else begin
           count <= count + 1;
       end
    end
endmodule
```
==> Flow_metrics.wiki <==
== Run summary ==
{| class="wikitable"
! Metric !! Value
|-
| Floorplan die area || 7744 um^2
|-
| Post-synth area from yosys stat || 907.1 um^2
|-
| Routed length per instance || 11.96 um
|-
| XOR/XNOR share of the synthesized area || 0.2897
|-
| Standard cell area after detailed placement || 1111 um^2
|-
| Post-synthesis cell type count || 20
|-
| Worst reg2reg path startpoint || count[8]
|-
| Initial antenna violation count || 0
|-
| Worst Setup End Kind || flip-flop
|-
| Status || finished, final reports clean
|-
| Number of global-route vias before repair || 686
|-
| Pin count of the biggest net entering global routing || 18
|-
| Internal portion of total power || 214.3 uW
|-
| DRC violations left || 0
|-
| Worst Path Required || 5.57 ns
|-
| Syn Area/Cell || 9.352 um^2
|-
| Area of the mapped netlist || 907.1 um^2
|-
| Portion of synthesized cell area occupied by the leading cell type || 0.3531
|-
| Library cell used as clock root buffer || sky130_fd_sc_hd__clkbuf_8
|-
| Wire length of the first global-routing pass || 3236 um
|-
| Flip-flop and latch count after synthesis || 17
|-
| Data arrival time at the worst-slack endpoint || 2.79 ns
|-
| Count of final setup violators || 0
|-
| Ratio of total power to cell area || 254.0 nW/um^2
|-
| Headroom to the max-slew limit || 0.4173
|-
| Post-Synth AOI/OAI Area || 0
|-
| Warnings from Yosys || 1
|-
| Yosys cell count || 97
|-
| 1st-pass router iterations || 4
|-
| Global router's overall resource usage || 0.05084
|-
| H-tree lvl count || 1
|-
| Net switching share of the total power || 0.2703
|-
| Count of endpoints failing hold in the final timing report || 0
|-
| Overall via count from detail_route || 698
|-
| Share of synthesized cell area in and, or, nand and nor gates || 0.2717
|-
| Buffers inserted during post-CTS setup optimization || 0
|-
| CTS tree || done
|-
| Logic pwr share || 0.167
|-
| Global placement routability congestion || 0.8215
|-
| Fin crit share || 0.5120
|-
| Number of buffer cells added on primary ports || 17
|-
| Number of placement rows || 24
|-
| Number of antenna diodes || 0
|-
| Finished Cell Area || 1156 um^2
|-
| Max Clock Skew || 0.0008904 ns
|-
| Min cycle time layout || 2.919 ns
|-
| Tot Pwr || 293.7 uW
|-
| Area of the core || 4414 um^2
|-
| Largest cells by area after synthesis || sky130_fd_sc_hd__dfxtp_1 35%, sky130_fd_sc_hd__xnor2_1 20%, sky130_fd_sc_hd__xor2_1 8.7%
|-
| Slowest cell delay on critical path || 0.84 ns
|-
| Switching component of the power || 79.39 uW
|-
| Buffer levels on the longest clock path || 2
|-
| RSZ-0062 raised after global routing || false
|-
| Hpwl dp || 1537 um
|-
| WL final || 1985 um
|-
| Vias per std cell || 4.205
|-
| Startpoint of the worst hold path || count[0]
|-
| Worst path slowest cell || sky130_fd_sc_hd__nor4_4
|-
| VDD IR max || 0.07836 mV
|-
| CP max FO || 17
|-
| Io pins || 18
|-
| Number of nets with antenna violations after routing || 0
|-
| Number of instances in the synthesized netlist || 97
|-
| Post-Route Utilization || 0.2619
|-
| Start point of the critical path || div[8]
|-
| Effective utilization at floorplan || 0.2055
|-
| Post-synthesis cell type with the largest combined area || sky130_fd_sc_hd__dfxtp_1
|-
| Tool Warnings || 25
|-
| Initial DRC Count || 50
|-
| Final Max Slew Viols || 0
|-
| Kind of launch point of the worst setup path || primary input
|-
| Category of the most critical setup path || in -> reg
|-
| CTS hold repair buffers || 0
|-
| Vertical die dimension || 88 um
|-
| Number of max-capacitance violations reported || 0
|-
| Clk ins delay skew pair || 0.24 ns
|-
| Area share of fa/ha/maj cells after synthesis || 0.01379
|-
| CTS Buf Count || 3
|-
| Leakage dissipation || 0.3931 nW
|-
| Chip width || 88 um
|-
| Sequential share of power || 0.536
|-
| Post-cts sizing count || 0
|-
| Clock group share of total power || 0.297
|-
| Layout cells sized above 1 || 0.03509
|-
| HP Class || reg -> reg
|-
| CTS Sinks || 17
|-
| Dominant non-sequential cell family after synthesis || XOR/XNOR gates
|-
| Worst slew pin tran || 0.8675 ns
|-
| Sequential area share after synthesis || 0.3862
|-
| Final-layout setup total negative slack || 0 ns
|-
| Share of cell area taken by muxes after synthesis || 0
|-
| Layout overhead on the synthesized area || 27.45%
|-
| Clock transition time at the flip-flop clock pins of the worst setup and hold paths || 0.06 ns
|-
| Final global-route overflow total || 0
|-
| Maximum clock frequency || 342.6 MHz
|-
| List of cells traversed by the critical path || clkdlybuf4s50_1 > xnor2_1 > nand4_1 > nor4_4
|}
-- synthesized netlist by cell type --
library cell and n:
sky130_fd_sc_hd__xnor2_1 21, sky130_fd_sc_hd__dfxtp_1 16, sky130_fd_sc_hd__nor2_1 15, sky130_fd_sc_hd__nand4_1 12, sky130_fd_sc_hd__xor2_1 9, sky130_fd_sc_hd__nand3_1 4, sky130_fd_sc_hd__and4_1 3, sky130_fd_sc_hd__nand2_1 3
sky130_fd_sc_hd__buf_6 2, sky130_fd_sc_hd__nor4_1 2, sky130_fd_sc_hd__and2_1 1, sky130_fd_sc_hd__and3_1 1, sky130_fd_sc_hd__buf_2 1, sky130_fd_sc_hd__clkbuf_1 1, sky130_fd_sc_hd__edfxtp_1 1, sky130_fd_sc_hd__ha_1 1
sky130_fd_sc_hd__inv_1 1, sky130_fd_sc_hd__nor2b_1 1, sky130_fd_sc_hd__nor3_1 1, sky130_fd_sc_hd__nor4_4 1
-- state kept, by name (all words and copies together), names as in the netlist --
signal and flops:
count 16, clk_out 1
-- power groups by stage --
stage / combinational [mW] / clock [mW] / sequential (mW)
global route: 0.0557 / 0.0970 / 0.160
CTS: 0.0500 / 0.0909 / 0.157
finish: 0.0490 / 0.0871 / 0.158
-- layout by cell type, fill, tap and decap left out, types with 2 or more instances in the layout --
cell and count:
sky130_fd_sc_hd__and4_1 3, sky130_fd_sc_hd__nor4_1 2, sky130_fd_sc_hd__nand4_1 12, sky130_fd_sc_hd__nand2_1 3, sky130_fd_sc_hd__xnor2_1 21, sky130_fd_sc_hd__nor2_1 15, sky130_fd_sc_hd__clkbuf_8 3, sky130_fd_sc_hd__xor2_1 9
sky130_fd_sc_hd__clkdlybuf4s50_1 17, sky130_fd_sc_hd__dfxtp_1 16, sky130_fd_sc_hd__nand3_1 4
-- layer usage --
| layer | share of wire | track usage | up-vias |
|---|---|---|---|
| li1 | - | - | 368 |
| met1 | 0.47 | 0.07014 | 315 |
| met2 | 0.46 | 0.07937 | 13 |
| met3 | 0.068 | 0.01310 | 2 |
| met4 | 0.0060 | 0.008696 | 0 |
| met5 | 0 | 0 | - |
-- path summary, 6_finish.rpt --
check / end / slack [ns] / depth (start not counted)
min reg2reg: count[0] / 0.50 / 1
min: count[0] / 0.50 / 1
max reg2reg: clk_out / 3.58 / 3
max: clk_out / 2.78 / 4
-- stage by stage --
step	std cells	setup slack (ns)	hold WS (ns)
after floorplan	97	3.371	0.4593
after detailed placement	162	2.509	0.4856
after global placement	162	2.519	0.4817
final	166	2.781	0.5033
after CTS	166	2.779	0.5033
after global routing	166	2.709	0.5306
-- cell type report --
type	instances	area (um^2)
Timing Repair Buffer	17	170.2
Clock buffer	4	45.04
Inverter	1	3.754
Multi-Input combinational cell	75	521.8
Sequential cell	17	350.3
Tap cell	52	65.06
Fill cell	470	3258
-- logic make-up (layout without fill, tap and decap cells) --
logic type | count (synthesis) | in the layout
XOR/XNOR | 30 | 30
AND/OR/NAND/NOR | 44 | 44
flip-flops | 17 | 17
adder cells (fa/ha/maj) | 1 | 1
buffers and inverters | 5 | 22
-- critical path: cells and delay by family --
family | cells | cell delay, ns
xor gates and xnor gates | 1 | 0.12
and+or+nand+nor | 2 | 1.06
buffers and inverters | 1 | 0.47
Power and IR drop assume default switching activity.
